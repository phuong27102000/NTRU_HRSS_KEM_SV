[/design/flow/run.sh]
#!/bin/bash
# OpenROAD 26Q1-2900-gdf79404cd8, Yosys 0.63+post, stock flow scripts
make -C /OpenROAD-flow-scripts/flow DESIGN_CONFIG=/design/flow/config.mk WORK_HOME=/design/flow/orfs finish
[/design/flow/config.mk]
export PLATFORM = sky130hd
export DESIGN_NAME = lift_ternary_gen
export DESIGN_NICKNAME = lift_ternary_gen
export VERILOG_FILES = /design/flow/design.v
export SDC_FILE = /design/flow/constraint.sdc
export NUM_CORES = 4
export LEC_CHECK = 1
export CORE_AREA = 10 10 538 538
export DIE_AREA = 0 0 548 548
[/design/flow/constraint.sdc]
current_design lift_ternary_gen

set clk_period 1.0
set clk_io_pct 0.2

create_clock -name clk0 -period $clk_period [get_ports {clk}]

set non_clock_inputs [all_inputs -no_clocks]
set_input_delay [expr $clk_period * $clk_io_pct] -clock clk0 $non_clock_inputs
set_output_delay [expr $clk_period * $clk_io_pct] -clock clk0 [all_outputs]
[/design/flow/design.v]
module poly_sq_gen (
	input logic clk,
	input logic en,
	input logic [9113:1] t,
	output reg [12:0] c
	);
	logic [9113:1] t2;
	logic [9113:1] t3;
	logic a;
	always @(posedge clk) begin
		if (en==1) begin
			t3=t;	
			c=t3[13:1];
			end
		else begin
			t3=t3>>13;
			c=t3[13:1];
		    end
	end
endmodule
module lift_ternary_gen (
	input logic clk,
	input logic en,
	input logic [1400:1] t,
	output logic [4:1] r
	);
	logic [1400:1] t2;
	logic [1400:1] t3;
	logic a;
	always @(posedge clk) begin
		if (en==1) begin
			t3=t;	
			r=t3[4:1];
			end
		else begin
			t2=t3>>4;
			r=t2[4:1];
			t3=t2;
		end
	end
endmodule
==> flow_summary.json <==
{
  "outcome": "finished with violations",
  "failed_checks": "setup timing",
  "r2r_start": "t3[306]",
  "routed_wl_um": 218100,
  "yosysTopAreaCell": "dfxtp_1",
  "ys_async_sr_fraction_pct": 0,
  "grt_pass1_vias": 37850,
  "cp-endpoint": "r[4]",
  "path_max_fanout": 1,
  "drtPass1Iterations": 4,
  "grt_max_degree": 49,
  "crit_chain": "buf_6",
  "finalCriticalPeriod_ns": 1.446,
  "skew_ns": 0.05425,
  "cp.arrival_ns": 1.25,
  "syn2layout_area_growth_pct": 82.25,
  "yosysCellCount": 2960,
  "startpoint": "t3[4]",
  "crit_family": "flip-flops",
  "crit_path_max_incr_delay_ns": 0.32,
  "ys_ff": 1400,
  "track_usage_pct": 13.84,
  "htreeDepth": 4,
  "synth.avg_cell_area_um2": 15.30,
  "dpl.hpwl_um": 140300,
  "die_width_um": 548,
  "vias": 34740,
  "crit_required_ns": 0.80,
  "drv_slew": 0,
  "grt_pass1_wl_um": 296400,
  "num_rows": 193,
  "insertion_delay_ns": 0.81,
  "synth_top_area_share_pct": 61.90,
  "place_ws_ns": -0.6860,
  "viasPerCell": 3.577,
  "die_area_mm2": 0.3003,
  "edf_count": 0,
  "fmax_mhz": 691.5,
  "gp_congestion": 0.9136,
  "tns_ns": -22.47,
  "clk_pin_slew_ns": 0.06,
  "slew_headroom_pct": 65.10,
  "finalClockPeriodUsage_pct": 144.6,
  "root_buffer": "clkbuf_16",
  "ys.warnings.count": 1,
  "post_dp_cell_area_mm2": 0.06403,
  "power_density_mw_per_mm2": 1747,
  "synth_seq_share_pct": 61.90,
  "cts.path.max_buffers": 4,
  "worst_pin_slew_ns": 0.5234,
  "r2r_cells": 1,
  "fp-utilization_pct": 16.35,
  "die_y_um": 548,
  "drive_above_1_share_pct": 30.28,
  "cp_num_cells": 1,
  "synthesis.area_mm2": 0.04528,
  "warnings": 29,
  "cts.sinks": 1400,
  "r2r-end": "t3[302]",
  "path_buffers": 1,
  "drv_cap": 0,
  "crit_slowest_cell": "dfxtp_2",
  "area_leaders": "dfxtp_1 (62%), mux2_2 (35%), buf_6 (2.8%)",
  "cellLeakagePower_uw": 0.03168,
  "finish.utilization_pct": 29.79,
  "path_class": "reg2out",
  "io_buffers": 1405,
  "cts_made_buffers": 161,
  "yosysMostFrequentCell": "dfxtp_1",
  "hold_viol_final": 0,
  "yosys.cell_types.count": 6,
  "ys_chip_area_mm2": 0.04528,
  "synthCells": 2960,
  "setup_viol": 91,
  "reg2reg_slack_ns": 0.05,
  "drt_iter0_drc": 1655,
  "rsz0062_at_grt": "yes",
  "io-pin-count": 1406,
  "power_uw": 144200,
  "cts_setup_buffers": 0,
  "antenna_found_initial": 147,
  "coreArea_mm2": 0.2770,
  "ant_nets": 0,
  "critPathLaunchType": "flip-flop",
  "drc_errors": 0,
  "routedWlPerCell_um": 22.46,
  "ir_drop_mv": 1.664,
  "common_cells": "dfxtp_1 (1400), mux2_2 (1396), buf_6 (111), buf_2 (45)",
  "yosys_most_used_dff": "dfxtp_1",
  "hold_class": "in2reg",
  "finalWorstSetupSlack_ns": -0.4461,
  "crit_path_end_kind": "primary output",
  "overflow": 0,
  "cts_tree": "yes",
  "fillers": 27390,
  "final_area_mm2": 0.08252
}
worst min path at each step:
stage / from / endpoint / slack (ns) / cells after the start
5_1_grt: en / t3[952] / 0.003 / 3
4_1_cts: t[1017] / t3[1017] / 0.001 / 2
6_report: en / t3[906] / 0.05 / 3
logic make-up (layout without fill, tap and decap cells):
family / count (synthesis) / in the layout / synth area share (%)
DFF: 1400 / 1400 / 61.90
muxes: 1396 / 1396 / 34.72
buffers and inverters: 160 / 3082 / 3.324
and+or+nand+nor: 4 / 4 / 0.05526
other: 0 / 123 / 0
sequential cells by signal, summed over array words and instances, names as in the netlist:
name and count:
t3 1397, r 3
layer usage:
| layer | up-vias | routed length, µm | GRT usage (%) |
|---|---|---|---|
| met2 | 1552 | 105800 | 23.23 |
| met4 | 62 | 7212 | 3.339 |
| met5 | - | 416 | 0 |
| met1 | 16620 | 84600 | 16.81 |
| li1 | 16120 | - | - |
| met3 | 383 | 20070 | 5.348 |
metrics by stage:
| stage | cells | hold slack, ns |
|---|---|---|
| 6_report | 9710 | 0.05404 |
| 5_1_grt | 9666 | 0.002523 |
| 4_1_cts | 9584 | 0.001370 |
| 3_5_place_dp | 8033 | 0.4398 |
| 3_3_place_gp | 8033 | 0.4348 |
| 2_1_floorplan | 2960 | 0.3273 |
what timing repair did:
action                                  in CTS  in global routing
endpoints found under the hold margin     1270                  4
hold buffers                              1271                  3
resized                                     19                  0
endpoints found under the setup margin       5                 36
pin swaps                                    0                  0
cloned                                       0                  1
final cells by class:
| class | count | area (µm²) | area share [%] |
|---|---|---|---|
| clock buffer | 220 | 4582 | 5.553 |
| multi-input combinational | 1400 | 15810 | 19.16 |
| antenna | 123 | 307.8 | 0.3730 |
| clock inverter | 60 | 838.3 | 1.016 |
| sequential | 1400 | 28030 | 33.97 |
| tap | 3705 | 4636 | 5.618 |
| timing repair buffer | 2802 | 28310 | 34.31 |
power by group:
group          internal, µW  switching, µW
Combinational         13700           5920
Clock                 35700          24900
Sequential            61700           2250
cells in the final DEF, fill, tap and decap left out, types with 4 or more instances in the layout:
cell type	Yosys	routed
clkdlybuf4s50_1	0	1400
dfxtp_1	1400	1397
mux2_2	1396	1379
dlygate4sd3_1	0	1273
clkbuf_16	0	163
diode_2	0	123
buf_4	4	79
buf_12	0	44
clkbuf_8	0	31
clkbuf_1	0	27
clkinv_2	0	25
mux2_4	0	17
bufinv_16	0	13
inv_6	0	6
clkinvlp_4	0	5
and2_1	4	4
clkinv_16	0	4
Power and IR drop assume default switching activity.
